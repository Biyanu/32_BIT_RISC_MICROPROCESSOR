## flow/config.mk

```make
export PLATFORM = sky130hd
export DESIGN_NAME = my_reg
export DESIGN_NICKNAME = my_reg
export VERILOG_FILES = /design/flow/design.v
export SDC_FILE = /design/flow/constraint.sdc
export NUM_CORES = 4
export LEC_CHECK = 1
export CORE_UTILIZATION = 30
```

## flow/constraint.sdc

```tcl
current_design my_reg

set clk_period 9.8
set clk_io_pct 0.2

create_clock -name clk0 -period $clk_period [get_ports {clk}]

set non_clock_inputs [all_inputs -no_clocks]
set_input_delay [expr $clk_period * $clk_io_pct] -clock clk0 $non_clock_inputs
set_output_delay [expr $clk_period * $clk_io_pct] -clock clk0 [all_outputs]
```

## flow/design.v

```verilog
`timescale 1ns / 1ps
module my_reg(
input clk, write_en,
input [4:0] reg_write_des_addr,
input [4:0] reg_read_des_addr_1, 
input [4:0] reg_read_des_addr_2,
input [31:0] write_reg_data,
output [31:0] read_reg_data_1,
output [31:0] read_reg_data_2
    );
   reg [31:0] reg_file [31:0];           
    integer i; 
   initial begin                         
  for (i  = 0; i <32; i= i +1)
  reg_file[i] = 32'd0;
   end
   always @ ( posedge clk)
    begin
   if (write_en)
   begin
   reg_file[reg_write_des_addr] <= write_reg_data;
   end
   else
   begin
    reg_file[reg_write_des_addr] <= 32'd0;
   end
   end
   assign read_reg_data_1 = reg_file[reg_read_des_addr_1];
   assign read_reg_data_2 = reg_file[reg_read_des_addr_2];
endmodule
```

## flow/run.sh

```bash
#!/bin/bash
# OpenROAD 26Q1-2900-gdf79404cd8, Yosys 0.63+post, stock flow scripts
make -C /OpenROAD-flow-scripts/flow DESIGN_CONFIG=/design/flow/config.mk WORK_HOME=/design/flow/orfs finish
```

==> run summary <==
Notes on the physical design

The flow ran to the end, and the final reports show no timing, DRC or antenna violations. The post-route clock period utilization is 0.7492. The routed wire length on met3 is about 30000 um. TritonCTS reports the number of clock sinks as between 1000 and 1500.

The leakage power summed over all cells is between 0.015 and 0.02 uW. The sequential area share after synthesis is 0.6313. Per STA, the worst path accumulates the most delay in the family buffers and inverters. The largest registers in the layout are reg_file x1024. The H-tree was split into 3 levels. Per the detail_route log, met2 wirelength is between 70000 and 80000 um. TritonCTS built the clock tree. The share of total power in sequential cells is 0.505.

The number of placed I/O pins is around 110. The count of tool warnings is 26. The worst slew slack as a fraction of its limit is 0.2444. The cell internal power dissipation is around 7500 uW. The tightest min-delay check is of the input port to register type. The class of the most critical setup path is input port to output pin.

Per the post-synthesis report, the number of cells in the design is between 3000 and 4000. The script logs the ratio of routed vias to standard cells as between 5 and 6. For reference, the final report shows the hold violation count at 0. The number of buffer and inverter instances along the worst setup path is 3. The maximum clock insertion buffer count is 3. For reference, the clock transition at the flip-flops on the worst setup and hold paths is about 70 ps.

The via count of the first global-routing pass is 32534. The maximum cell stage delay along the critical path is between 700 and 800 ps. The number of hold buffers added after cts is 0. The data required time of the critical path is a little under 8000 ps. The register with the most flip-flops in the layout has slightly above 1000 of them. For reference, the final report shows the max-slew violation count at 0. The routed layout has around 31000 vias. On the critical path, the stage with the largest delay is an instance of nor2b_4.

The share of power burned in the clock network is 0.401. On the critical path the data arrives at ~5400 ps. The last timing report of the flow puts the setup violation total at 0.

The clock period minus worst slack is roughly 7300 ps. The mean cell area of the mapped netlist is 14.50 sq um. The highest net fanout along the worst path is roughly 75.

The cell count listed in synth_stat.txt is 3359. The worst VDD IR drop from the latest analysis is 133.2 uV. The count of nets left with antenna violations once routing finished came out at 0. The estimated wirelength of the detail-placed design is 87440 um.

The kind of start point of the critical path is an input port. The combinational share of power is 0.094. The sum of negative setup slack is 0 ps. The switching portion of total power comes to 0.2358. The warning tally printed by Yosys for this design is 1. The mapped netlist covers just under 0.05 sq mm. The synthesis-stage register bit count is 1024. The transition time of the tightest slew-check pin is 1131 ps. In the per-layer summary, the met1 wirelength comes to about 55000 um.

The total congestion overflow is 0. Per the placement report, the placed cell count is 5488. The routability-driven placement congestion ratio is 0.8606. The number of clock buffers added by TritonCTS is around 100. The first global-routing pass estimated about 230000 um of wire. Port buffering added roughly 110 buffers. The floorplan die area is 0.1640 sq mm. Clock tree synthesis selected as its root buffer the cell clkbuf_16. The pin count of the biggest net entering global routing is between 90 and 100.

The post-cts resize count is 0. The total length of routed wires is between 150000 and 200000 um. After detailed routing, the average wire length per cell comes to 28.28 um. More flip-flops sit in one register than any other, and that register is reg_file. The number of placement rows is 147. Setup repair after global routing left no endpoint under its margin. The fraction of layout instances using a drive strength above 1 is 0.08848. The x dimension of the die is 404.9 um.

In this run the critical path is formed by clkdlybuf4s50_1 > nor2b_4 > buf_12 > a22oi_1 > nand3_1 > nand4_1 > clkdlybuf4s50_1. Counting distinct cell types in the post-synthesis netlist gives 24. The highest layer used for signal routing is met5. Counting stages on the worst path, the most repeated cell is clkdlybuf4s50_1. The core area is 0.1609 sq mm. The die is around 400 um tall. The initial antenna violation count is 4.

The pre-placement core utilization is 0.3027. The filler-free cell count of the finished design is 5676. The number of fillers in the final layout is 15193. The power density relative to cell area is approximately 180 mW/mm^2. According to the Yosys statistics, the synthesized design has a chip area of a little under 0.05 sq mm. The global-route usage over all layers is 0.2056. TritonRoute reported its final design rule violation total as 0.

The signed area change from the synthesized netlist to the final layout is 14.45%. The reported net switching power is 2307 uW. The number of buffers inserted to repair setup after CTS is 0.

The number of max-capacitance violations reported is 0. The endpoint type of the worst setup path is an output pin. In this build the clock could be raised as far as 136.2 MHz. The first TritonRoute pass finished after 5 iterations. After the first detailed-routing iteration, the DRC count stood at between 2000 and 2500.
[worst paths after layout]
| kind | depth (start not counted) | startpoint | slack, ps | to |
|---|---|---|---|---|
| worst max-delay path | 7 | reg_read_des_addr_2[0] | 2460 | read_reg_data_2[15] |
| worst min-delay path | 3 | write_reg_data[16] | 2200 | reg_file[28][16] |
[cells in the mapped netlist]
cell type     n  share of area
nand2_1     131          0.010
nand3b_1      3        0.00046
nor2_1       36         0.0028
a21oi_1     128          0.013
buf_4        58         0.0089
a31oi_1      32         0.0041
nand4_1      32         0.0041
a22o_1       64          0.012
buf_1        15         0.0012
mux2i_1    1024           0.21
clkbuf_1     90         0.0069
a22oi_1     320          0.049
or2_2         2        0.00026
or3b_2        2        0.00036
nor3_1       32         0.0033
nand2b_1      5        0.00064
nor2b_1       5        0.00064
edfxtp_1   1024           0.63
and2_1       35         0.0045
buf_2        69         0.0071
nand3_1     225          0.023
buf_6        22         0.0051
or3_1         1        0.00013
clkbuf_4      4        0.00062
[power by group through the flow]
stage,clock [uW],combinational (uW),sequential [uW]
after CTS,3970,916,4950
after global routing,4140,977,4950
final,3920,920,4950
[worst min-delay path, cell delays in order]
cell             delay, ps
clkdlybuf4s50_1        390
and2_1                 150
buf_4                  220
[per-stage QoR]
stage / hold slack [ps] / utilization / total power, uW / setup WS [ps] / cell area (sq um)
4_1_cts: 2169 / 0.3464 / 9831 / 2525 / 55740
3_3_place_gp: 2929 / 0.3260 / 5951 / 2554 / 52470
5_1_grt: 2210 / 0.3464 / 10070 / 2316 / 55740
3_5_place_dp: 2929 / 0.3260 / 5953 / 2541 / 52470
6_report: 2204 / 0.3464 / 9787 / 2458 / 55750
2_1_floorplan: 2491 / - / 5552 / 4825 / 48710
[cell type report]
cell class,instances,area [sq um],area share
Sequential cell,1024,30750,0.5516
Multi-Input combinational cell,2077,16820,0.3018
Tap cell,2160,2703,0.04848
Clock buffer,122,2628,0.04713
Timing Repair Buffer,227,2190,0.03928
Clock inverter,65,650.6,0.01167
Antenna cell,1,2.502,0.00004489
[layer usage]
layer	vias up	GRT usage
met1	15306	0.2338
met4	16	0.04359
met3	296	0.1712
met2	2025	0.2966
met5	-	0.01992
li1	13512	-
[logic make-up (layout without fill, tap and decap cells)]
| kind of cell | Yosys count | in the layout | share of synthesized area |
|---|---|---|---|
| multiplexers | 1024 | 1024 | 0.2104 |
| buffers and inverters | 258 | 414 | 0.02982 |
| AND/OR/NAND/NOR | 509 | 509 | 0.05037 |
| other | 0 | 1 | 0 |
| flip-flops | 1024 | 1024 | 0.6313 |
| AND-OR/OR-AND | 544 | 544 | 0.07809 |
[placed cells by master, fill, tap and decap left out, types with 3 or more instances in the layout]
master,count
nor2b_4,5
buf_4,99
edfxtp_1,1024
clkbuf_1,20
clkdlybuf4s50_1,109
a31oi_1,32
nand4_1,32
mux2i_1,1024
a22o_1,64
and2_1,32
nor2_4,35
nand3_1,225
a21oi_1,128
nand2b_2,3
inv_6,4
nor3_1,32
clkinv_2,20
bufinv_16,13
buf_12,16
nand3b_1,3
a22oi_1,320
clkbuf_16,102
nand2_1,130
clkinv_1,25
No activity file was given, so power comes from the tool's default toggle rates.
