## ./run.sh

```bash
#!/bin/bash
# OpenROAD 26Q1-2900-gdf79404cd8, Yosys 0.63+post, stock flow scripts
make -C /OpenROAD-flow-scripts/flow DESIGN_CONFIG=/design/flow/config.mk WORK_HOME=/design/flow/orfs finish
```

## ./config.mk

```make
export PLATFORM = sky130hd
export DESIGN_NAME = ALU
export DESIGN_NICKNAME = ALU
export VERILOG_FILES = /design/flow/design.v
export SDC_FILE = /design/flow/constraint.sdc
export NUM_CORES = 4
export LEC_CHECK = 1
export CORE_UTILIZATION = 40
```

## ./constraint.sdc

```tcl
current_design ALU

set clk_period 22.3
set clk_io_pct 0.2

create_clock -name clk0 -period $clk_period

set non_clock_inputs [all_inputs -no_clocks]
set_input_delay [expr $clk_period * $clk_io_pct] -clock clk0 $non_clock_inputs
set_output_delay [expr $clk_period * $clk_io_pct] -clock clk0 [all_outputs]
```

## ./design.v

```verilog
    `timescale 1ns / 1ps
    module ALU(
    input  signed  [31:0] input_1,          
    input  signed  [31:0] input_2,         
    output reg signed  [31:0] result,
    input reg     [2:0] alu_cntrl,        
    output reg BR,
    input   BR_en                   
    );
       always @ (*)
        begin
         if  (alu_cntrl == 3'b000)begin
         result = input_1 + input_2 ;
         end
         else if  (alu_cntrl == 3'b001)begin
          result =  input_1  - input_2 ;
          end
          else if  (alu_cntrl == 3'b010) begin
           result = input_1  ^ input_2;
           end 
           else if  (alu_cntrl == 3'b011) begin
           result = input_1  < input_2;
           end
           else begin
          result =  32'b0;
         end                                                                    
          if (BR_en==0)      begin
            BR = 1'b0;
            end
            else if ((alu_cntrl== 3'b100) && (input_1 < input_2)) begin
             BR = 1'b1;
            end
        else if ((alu_cntrl== 3'b101) && (input_1 >= input_2)) begin
           BR = 1'b1;
          end           
       else begin
       BR = 1'b0;
       end                      
        end
    endmodule
```

==> deck_impl_summary.md <==
Synthesis and Place & Route Summary

Logic synthesis
  • Post-Syn Area: 0.00435 sq mm
  • Avg Synthesized Cell Area: 6.28 sq um
  • Post-synth area hogs: ha_1 18%, a21oi_1 8.5%, inv_1 5.2%, nor2_1 5.1%, o21ai_0 5.1%
  • Mapped Cells: 693
  • # Cells Yosys: 693
  • Post-synth top cells: 74 x a21oi_1, 63 x ha_1, 60 x inv_1, 59 x nor2_1, 54 x nand2_1
  • Yosys top cell by area: ha_1
  • Synth Seq Share: 0
  • Area share, top type: 0.181
  • Synth top cell by count: a21oi_1
  • Cell Type Count: 76
  • Yosys synthesis chip area: 0.00435 sq mm
  • Yosys warns: 1

Worst setup path
  • Crit path DAT: 8.14 ns
  • Req. time, crit path: 17.84 ns
  • WS Path Type: primary input to output port
  • Startpoint Class: primary input
  • Critical path endpoint category: output port
  • Critical Path Fanout Max: 11

STA
  • Final Hold Viols: 0
  • RSZ-0062 raised after global routing: no
  • Final Slew Violations: 0
  • Least-Margin Pin Slew: 0.711 ns
  • Max Fclk: 79.4 MHz
  • Max_slew headroom: 0.520
  • Setup TNS: 0 ns
  • Cycle use final: 0.565
  • Final worst slack: 9.70 ns
  • Finish-stage setup viols: 0
  • Period minus WS final: 12.60 ns

Power
  • Gate power share: 1.000
  • Int Power: 0.0616 mW
  • Net Sw Frac: 0.554
  • Worst vdd rail ir drop: 0.0000136 V
  • Pwr Density: 25.7 mW/mm^2
  • Leak pwr: 2.21 nW
  • Total power: 0.138 mW
  • Clock power share: 0
  • Flop pwr share: 0
  • Switch Pwr: 0.0764 mW

Flow run
  • OpenROAD warning count: 63
  • Max-cap viol count: 0

Detailed routing
  • Vias: 5254
  • Post-route ant nets: 0
  • Routed WL per cell: 16.6 microns
  • Via density: 5.93
  • N_diodes: 0
  • DRC: 0
  • 1st-pass router iterations: 5
  • Iter 0 DRT Violations: 254
  • Drt total wl: 14700 microns

Place
  • Port Buffers: 101
  • DP Wirelength: 11400 microns
  • Place WS: 9.68 ns
  • GPL Wtd Cong: 0.938

Clocking
  • CTS Hold Buffers Added: 0
  • Setup Fix Bufs, Post-CTS: 0
  • Resize count post-CTS: 0

Layout
  • Fraction of layout cells with a size suffix above 1: 0.0280
  • Final core occ: 0.515
  • P&R area growth vs syn: 23.3%
  • Clock buffers: 0
  • Flop count: 0
  • Register area: 0 sq um

Global routing
  • GRT overflow: 0
  • Antenna violations before repair: 0
  • Overall global routing resource usage: 0.259
  • First-pass GRT wire length: 23800 microns
  • Pin count of the biggest net entering global routing: 68
  • Vias in the first global route: 4650

Floorplanning
  • Fp_density: 0.418
  • Die area: 0.0113 sq mm
  • Chip height: 106 microns
  • IO Count: 101
  • Die W: 106 microns
  • Row cnt: 37
  • Core area: 0.0104 sq mm

Hold path
  • Worst hold stages: 4
  • Tightest Hold Check Type: primary input to output port

Status
  • Status: complete, no violations
## layout make-up
type               instances  area [sq um]
fillers                 1045          5050
inverters                 63           236
repair buffers           106          1040
multi-input cells        581          3920
well taps                136           170
## critical path, cell delays in order
cell	delay (ns)
clkdlybuf4s50_1	0.49
inv_1	0.05
ha_1	0.42
nor3_1	0.34
nand2b_1	0.08
a21oi_1	0.24
o41ai_1	0.18
nor4_1	0.38
nand2_1	0.12
a22o_1	0.21
or4_1	0.46
a31oi_1	0.17
clkdlybuf4s50_1	0.52
## power groups by stage
stage	logic (mW)	registers, mW	clock network [mW]
after global routing	0.153	0	0
final	0.138	0	0
after CTS	0.137	0	0
## placed cells by master, fill, tap and decap left out, types with 4 or more instances in the layout
master             n
nand4_1            6
inv_1             60
a211oi_1          11
buf_4              5
nand3b_1           5
o21ai_1            4
nand2_1           54
or3_1              8
o2111ai_1          4
clkdlybuf4s50_1  100
xnor2_1            5
nor2_1            59
o211ai_1           9
o21bai_1          14
nand2b_1          14
ha_1              63
o31ai_1            7
a22o_1             4
a21oi_1           74
a2111oi_0          4
nor3_1            27
o21ai_0           44
a211o_1            7
and2_1             4
nor4_1            11
a31oi_1           13
nor2b_1           11
a21o_1            17
o22ai_1            4
nand3_1           22
o31a_1             6
## path summary, 6_finish.rpt
check | slack (ns) | end | startpoint
worst max-delay path | 9.70 | result[19] | input_2[7]
worst min-delay path | 9.82 | BR | BR_en
## metal layers
layer / global-route usage / part of all wire / up-vias
met1: 0.389 / 0.50 / 2407
met2: 0.417 / 0.44 / 164
met3: 0.0175 / 0.050 / 11
met4: 0.0288 / 0.0088 / 0
li1: - / - / 2672
met5: 0 / 0 / -
## cells by family after synthesis
kind of cell | count (synthesis) | share of synthesized area
buffers and inverters | 112 | 0.100
muxes | 4 | 0.00949
xor gates and xnor gates | 6 | 0.0121
and+or+nand+nor | 237 | 0.267
AOI/OAI and AO/OA | 269 | 0.421
adders and majority gates | 65 | 0.190
## metrics by stage
stage / std cells / hold WS, ns / cell area [sq um]
after floorplan: 693 / 8.99 / 4350
after global placement: 886 / 9.84 / 5370
after detailed placement: 886 / 9.84 / 5370
after CTS: 886 / 9.84 / 5370
after global routing: 886 / 9.88 / 5370
final: 886 / 9.82 / 5370
Power is estimated from default activity; no workload was simulated.
