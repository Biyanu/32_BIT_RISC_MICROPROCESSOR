`/design/flow/design.v`:
```
    `timescale 1ns / 1ps
    module decoder #(
      parameter ADDRR_BITS = 16
    )(
    input BR,                            
    input [31:0] instructions,            
    input [ADDRR_BITS-1:0] pc,  
    output reg next_pc_sel,     
    output [ADDRR_BITS-1:0] target_pc,
    output [4:0] reg_write_des_addr,       
    output [4:0] reg_read_des_addr_1,      
    output [4:0] reg_read_des_addr_2,
    output reg   reg_write_en,
    output reg    BR_en,                        
    output [31:0]  imm_32_to_alu,    
    output  reg [2:0]  alu_cntrl,             
    output reg mem_write_en, op_B_sel, data_to_reg
     );
      wire[6:0] opcode, func_7;   
      wire[2:0] func_3;            
    localparam [6:0] R_TYPE   = 7'b0110011,    
                     I_TYPE   = 7'b0010011,    
                     STORE    = 7'b0100011,                                                                          
                     LOAD     = 7'b0000011,                                                                          
                     BRANCH   = 7'b1100011;                                                                          
      wire [11:0] org_imm;
      wire [31:0] imm_32;
      wire [11:0] s_imm_orig;
      wire [31:0] s_imm_32;
      wire [31:0] sb_imm_32;
      wire [12:0] sb_imm_orig;
     assign reg_read_des_addr_1 = instructions[19:15];
     assign reg_read_des_addr_2 = instructions[24:20];
     assign reg_write_des_addr  = instructions[11:7]; 
     assign opcode = instructions[6:0];
     assign func_7 = instructions[31:25];
     assign func_3 = instructions[14:12];
     assign org_imm     =    instructions[31:20];
     assign imm_32      =    {{20{org_imm[11]}},org_imm};                   
     assign s_imm_orig  =    {instructions[31:25],instructions[11:7]};      
     assign s_imm_32     =    {{20{s_imm_orig[11],s_imm_orig}}};             
     assign sb_imm_orig =    {{instructions[31]},                           
                             {instructions[7]}, 
                             {instructions[30:25]}, 
                             {instructions[11:8]}, 1'b0};   
     assign sb_imm_32  =     {{19{sb_imm_orig[12], sb_imm_orig}}};  
     assign imm_32_to_alu =  (opcode == 7'b0010011) ? imm_32:        
                             (opcode == 7'b0000011) ? imm_32:        
                             (opcode == 7'b0100011) ? s_imm_32:      
                             (opcode == 7'b1100011) ? sb_imm_32:     
                              0;                                     
     assign target_pc =      (opcode == 7'b1100011)? (pc + sb_imm_32[15:0]):0;     
           always @ (*) begin
                  casex(opcode)
    7'b0110011:  begin    
                  next_pc_sel <= 0;
                  BR_en<=0;
                  mem_write_en<=0;
                  data_to_reg<=0;
                  op_B_sel<=0;
                  reg_write_en<=1;
                  if((func_7 == 7'b0000000) &&( func_3 == 3'b000)) begin 
                  alu_cntrl <= 3'b000;
                      end
                  else if ((func_7 == 7'b0100000 )&& (func_3 == 3'b000)) begin
                  alu_cntrl <= 3'b001;
                             end 
                   else if (func_7 == 7'b0000000 && func_3 == 3'b100) begin
                  alu_cntrl <= 3'b010; 
                  end
                  else if (func_7 == 7'b0000000 && func_3 == 3'b010)begin
                            alu_cntrl <= 3'b011; 
                  end
                  else begin
                            alu_cntrl <= 3'b000;  
                  end
                  end  
    7'b0010011:   begin    
                   next_pc_sel <= 0;
                   BR_en <= 0;
                   mem_write_en <= 0;
                   reg_write_en <= 1;
                   op_B_sel <= 1;
                   data_to_reg <= 0;
                   if (func_3 == 3'b100) begin
                             alu_cntrl <= 3'b000; 
                   end
                   else if (func_3 == 3'b101) begin
                             alu_cntrl <= 3'b001; 
                   end
                   else begin
                     alu_cntrl <= 3'b000;
                   end
                   end
    7'b0000011: begin                
                    next_pc_sel <= 0;
                    BR_en = 0;
                    mem_write_en <= 0;
                    op_B_sel <= 1;
                    reg_write_en <= 1;
                    alu_cntrl <= 3'b000;
                    data_to_reg <= 1;
           end
    7'b0100011: begin     
                    next_pc_sel <= 0;
                    BR_en = 0;
                    mem_write_en <= 1;
                    op_B_sel <= 1;
                    reg_write_en <= 0;
                    data_to_reg <= 0;
                    alu_cntrl <= 3'b000;
            end
    7'b1100011: begin     
                    mem_write_en <= 0;
                    op_B_sel <= 0;
                    reg_write_en <= 0;
                    reg_write_en <= 0;
                    data_to_reg  <=0;
                    if(BR) begin
                       next_pc_sel <= 1;
                    end
                    else begin
                    next_pc_sel <= 0;
                    end
                    if(func_3 == 3'b100) begin
                    alu_cntrl <= 3'b100;
                    end
                    else if (func_3 == 3'b101) begin
                    alu_cntrl <= 3'b100;
                    end
                    else
                    begin
                    alu_cntrl <= 3'b000;
                    end
      end
      default: begin
                   next_pc_sel <= 0;
                  BR_en <= 0;
                  mem_write_en <= 0;
                  data_to_reg <= 0;
                  op_B_sel <= 0;
                  reg_write_en <= 1;
      end
          endcase 
        end              
    endmodule
```
`/design/flow/run.sh`:
```
#!/bin/bash
# OpenROAD 26Q1-2900-gdf79404cd8, Yosys 0.63+post, stock flow scripts
make -C /OpenROAD-flow-scripts/flow DESIGN_CONFIG=/design/flow/config.mk WORK_HOME=/design/flow/orfs finish
```
`/design/flow/config.mk`:
```
export PLATFORM = sky130hd
export DESIGN_NAME = decoder
export DESIGN_NICKNAME = decoder
export VERILOG_FILES = /design/flow/design.v
export SDC_FILE = /design/flow/constraint.sdc
export NUM_CORES = 4
export LEC_CHECK = 1
export CORE_AREA = 10 10 93 93
export DIE_AREA = 0 0 103 103
```
`/design/flow/constraint.sdc`:
```
current_design decoder

set clk_period 12.7
set clk_io_pct 0.2

create_clock -name clk0 -period $clk_period

set non_clock_inputs [all_inputs -no_clocks]
set_input_delay [expr $clk_period * $clk_io_pct] -clock clk0 $non_clock_inputs
set_output_delay [expr $clk_period * $clk_io_pct] -clock clk0 [all_outputs]
```
==> results.py <==
# Metrics from the implementation run
metrics = {
    "sta": {
        "final-hold-violation-count": 0,
        "rsz0062_at_grt": "no",
        "max_freq_ghz": 0.123,
        "unclocked_pins": 3,
        "setup_total_negative_slack_ns": 0,
        "layout_worst_path_cycle_share_pct": 64.0,
        "worst_pin_slew_ns": 0.765,
        "setup_viol": 0,
        "finalWorstPathRequiredPeriod_ns": 8.13,
        "finalMaxSlewViolations": 0,
        "unconstrained_endpoints": 6,
        "worst_case_headroom_to_the_max_slew_limit_pct": 48.6,
    },
    "route": {
        "post_drt_wl_per_cell_um": 16.5,
        "drt_drc_violations_left": 0,
        "n_antenna_cell": 0,
        "routed_via_density": 4.58,
        "antenna_violating_nets_post_route": 0,
        "drtPass1Iterations": 4,
        "drt_wl_total_um": 6030,
        "num_vias": 1671,
        "drt_iter0_drc": 32,
    },
    "synth": {
        "numSynthFlops": 3,
        "yosys.stat.chipArea_mm2": 0.00137,
        "dominantRegCellSynth": "sky130_fd_sc_hd__dlxtn_1",
        "synth_warnings": 1,
        "netlist_area_mm2": 0.00137,
        "syn-instance-count": 201,
        "post-synth-top-area-fraction_pct": 11.8,
        "count_of_unique_library_cells_instantiated_by_yosys": 45,
        "yosys.cell_count.top_type": "sky130_fd_sc_hd__nand2_1",
        "synthArstFlopShare_pct": 0,
        "syn_area_per_cell_um2": 6.83,
        "edf_count": 0,
        "top_cells_by_area": "sky130_fd_sc_hd__ha_1 12%, sky130_fd_sc_hd__buf_4 11%, sky130_fd_sc_hd__a21oi_1 7.7%",
        "netlist_top_cells_count": "25 x sky130_fd_sc_hd__nand2_1, 22 x sky130_fd_sc_hd__nor2_1, 21 x sky130_fd_sc_hd__a21oi_1, 21 x sky130_fd_sc_hd__buf_4, 13 x sky130_fd_sc_hd__ha_1",
        "yosys_stat_cell_total": 201,
        "netlist.top_cell.by_area": "sky130_fd_sc_hd__ha_1",
    },
    "floorplan": {
        "core-area_mm2": 0.00676,
        "dieWidth_um": 103,
        "floorplan.initialDensity_pct": 20.3,
        "placement_rows": 30,
        "die-height_um": 103,
        "top_level_ports": 121,
        "die_area_mm2": 0.0106,
    },
    "placement": {
        "dp.final_hpwl_um": 5120,
        "io_buffers": 110,
        "place.gp.congestion": 0.867,
    },
    "run": {
        "total_tool_warning_count": 32,
        "cap_viol_max_count": 0,
    },
    "grt": {
        "grt_start_max_net_pins": 19,
        "wire_length_of_the_first_global_routing_pass_um": 9110,
        "grt_usage_pct": 10.7,
        "first_global_vias": 1712,
        "overflow": 0,
        "antenna_violations_before_repair": 0,
    },
    "layout": {
        "largest_register_ff_count": 3,
        "reg.largest.list": "alu_cntrl x3",
        "filler_cell_count": 714,
        "regMostFlops": "alu_cntrl",
        "layout-drive-gt1-share_pct": 3.86,
        "area_overhead_of_the_layout_relative_to_synthesis_pct": 73.3,
        "fin_util_pct": 35.2,
        "logic_area_mm2": 0.00113,
        "regArea_um2": 45.0,
    },
    "power_and_ir_drop": {
        "vdd.ir_drop.worst_v": 0.00000814,
        "powerDensity_mw_per_mm2": 24.8,
        "p_leak_nw": 0.927,
    },
    "min_path": {
        "min_path_type": "in -> out",
    },
    "setup_path": {
        "required_ns": 10.16,
        "critPathArrivalTime_ns": 5.59,
        "critPathLaunchType": "input pin",
        "path_class": "in -> out",
        "worst-path-max-fanout": 7,
        "cp-end-kind": "output port",
    },
    "status": {
        "run_status": "finished, final reports clean",
    },
    "cts": {
        "cts_repair_resize_count": 0,
        "buffer_count_from_post_cts_setup_fixing": 0,
        "cts_hold_repair.buffers": 0,
    },
}
[kinds of logic after synthesis]
group | share of synthesized area (%)
simple gates | 34.0
compound gates | 25.6
xor+xnor | 8.93
buf+inv | 14.7
fa+ha+maj | 13.3
latches | 3.28
other cells | 0.273
[layout by cell type, fill, tap and decap left out, types with 6 or more instances in the layout]
cell and n:
sky130_fd_sc_hd__a21oi_1 21, sky130_fd_sc_hd__clkdlybuf4s50_1 110, sky130_fd_sc_hd__ha_1 13, sky130_fd_sc_hd__nand2_1 25, sky130_fd_sc_hd__nor2_1 22, sky130_fd_sc_hd__nor2b_1 9, sky130_fd_sc_hd__o21ai_0 9, sky130_fd_sc_hd__xnor2_1 8
sky130_fd_sc_hd__xor2_1 6
[per-stage QoR]
stage          setup WS [ns]  hold slack [ns]  power [W]  cell area, um^2  std cells
6_report                4.57             5.08  0.0000591             2380        365
5_1_grt                 4.32             5.08  0.0000658             2380        365
4_1_cts                 4.56             5.08  0.0000595             2380        365
3_5_place_dp            4.57             5.08  0.0000591             2380        365
3_3_place_gp            4.60             5.08  0.0000592             2380        365
2_1_floorplan           5.88             5.10  0.0000324             1370        201
[area by class of cell]
class	instances	share of cell area, %
inverters	2	0.315
multi-input cells	170	47.3
flip-flops and latches	3	1.89
well taps	80	4.20
repair buffers	110	46.2
[worst max-delay path, cell delays in order]
cell and delay [ns]:
sky130_fd_sc_hd__clkdlybuf4s50_1 0.54, sky130_fd_sc_hd__ha_1 0.30, sky130_fd_sc_hd__fa_1 0.43, sky130_fd_sc_hd__a211oi_2 0.27
sky130_fd_sc_hd__o21bai_1 0.10, sky130_fd_sc_hd__a21o_1 0.23, sky130_fd_sc_hd__a221oi_2 0.33, sky130_fd_sc_hd__o21ai_1 0.13
sky130_fd_sc_hd__xnor2_1 0.13, sky130_fd_sc_hd__nor2_1 0.10, sky130_fd_sc_hd__clkdlybuf4s50_1 0.48
[power by group]
part	total (W)	leakage, nW	switching [W]	internal (W)
sequential	0.000000187	0.0227	0.00000000497	0.000000182
clock	0	0	0	0
combinational	0.0000589	0.905	0.0000261	0.0000328
total	0.0000591	0.927	0.0000261	0.0000330
[final timing paths]
check | from | endpoint | slack, ns | cells after the start
min | instructions[16] | reg_read_des_addr_1[1] | 5.08 | 0
max | instructions[8] | target_pc[15] | 4.57 | 11
[metal layers]
metal | up-vias | track usage (%) | part of all wire (%)
met5 | - | 0 | 0
li1 | 864 | - | -
met4 | 0 | 1.60 | 1.3
met1 | 738 | 13.0 | 41
met3 | 4 | 2.98 | 11
met2 | 65 | 18.6 | 47
Power and IR drop assume default switching activity.
